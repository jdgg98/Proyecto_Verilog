===== design/flow/config.mk =====
export PLATFORM = sky130hd
export DESIGN_NAME = Comparador
export DESIGN_NICKNAME = Comparador
export VERILOG_FILES = /design/flow/design.v
export SDC_FILE = /design/flow/constraint.sdc
export NUM_CORES = 4
export LEC_CHECK = 1
export CORE_AREA = 10 10 70 70
export DIE_AREA = 0 0 80 80

===== design/flow/constraint.sdc =====
current_design Comparador

set clk_period 2.5
set clk_io_pct 0.2

create_clock -name clk0 -period $clk_period

set non_clock_inputs [all_inputs -no_clocks]
set_input_delay [expr $clk_period * $clk_io_pct] -clock clk0 $non_clock_inputs
set_output_delay [expr $clk_period * $clk_io_pct] -clock clk0 [all_outputs]

===== design/flow/design.v =====
module Comparador(
    input wire [4:0] dia, diaRef,
    input wire [3:0] mes, mesRef,
    output reg [1:0] V);
    always @(*) begin
        casez ({mes, dia})
            9'b001011101: V <= 0;
            9'b00101111?: V <= 0;
            9'b0000?????: V <= 0; 
            9'b????00000: V <= 0;
            9'b010011111: V <= 0;
            9'b011011111: V <= 0;
            9'b100111111: V <= 0;
            9'b101111111: V <= 0;
             9'b1101?????: V <= 0;
             9'b1110?????: V <= 0;
             9'b1111?????: V <= 0;
            default: 
            begin
                if( (mes < mesRef) | (mes == mesRef) & (dia <= diaRef) ) V = 01; 
                else V = 10; 
            end
        endcase
    end
endmodule

===== design/flow/run.sh =====
#!/bin/bash
# OpenROAD 26Q1-2900-gdf79404cd8, Yosys 0.63+post, stock flow scripts
make -C /OpenROAD-flow-scripts/flow DESIGN_CONFIG=/design/flow/config.mk WORK_HOME=/design/flow/orfs finish

==> run summary <==
impl run done, here's what came out: run status=finished clean, # IOs=20, CP endpoint kind=primary output, DRC viols=0, synthesized cell area=311.5 um^2, fillers=366, Post-DRT Antenna Nets=0, pin count of the biggest net entering global routing=6, Synth Seq Share=0, DRT Pass-1 Iters=2, Pwr per Cell Area=139.0 nW/um^2, Yosys chip area=311.5 um^2, Logic pwr share=1.000, Tcrit/Tclk final=0.9751, CLK BUF=0, Non-Filler Instances=113, setup ws final=62.28 ps, initial antenna violation count=0, first-pass GRT wire length=1.711 mm, ANT cells=0, Flops=0, Max Slew Vio Count=0, top cell type by total area after synthesis=ha_1, port bufs=20, hold buffers post-CTS=0, global placement routability congestion=0.7827, setup violators final=0, Worst Path Arrival=1940 ps, yosys cell count=44, startpoint types=primary input, post-synthesis cell type count=20, RSZ-0062 raised after global routing=no, Leak=0.0003671 uW, layout cells sized above 1=0.2985, clock power share=0, vias in the first global route=357, area grow syn2layout=124.1%, DIE AREA=6400 um^2, Slew headroom=0.8273, post-detail-place hpwl=974.3 um, Worst VDD drop=0.02570 mV, Top-area cell share=0.3614, syn avg cell area=7.081 um^2, vias per cell=3.496, Placed Area=591.8 um^2, hold-critical path endpoint=V[0], detailed-route wire length per cell=10.44 um, via count=395, placed cells=113, Cell area leaders=ha_1 36%, inv_1 12%, o2111ai_1 5.6%, Sw Share=0.4228, post-route cell area=698.2 um^2, routed wire length=1.180 mm, Post-Syn Instances=44, Cells on Worst Hold Path=7, Core Util, Final=0.2044, GR Util All Layers=0.03140, Hold Fails Final Rpt=0, chip height=80 um, max cap viols=0, FMAX=410.2 MHz, hold path start=diaRef[4], Comb area=371.6 um^2, core footprint=3416 um^2, # rows=21, P_int=56.03 uW, register area=0 um^2, Congestion Overflow GR=0, critical path peak fanout=2, CP Class=in2out, WP data required=2000 ps, crit path time final=2438 ps, Hold Crit Class=in2out, Seq pwr share=0, hold slack final=1619 ps, worst slew pin tran=258.5 ps, Synth warnings=1, Tool Warnings=32, initial drt markers=11, Init Core Util=0.09121, number of setup buffers added after CTS=0, dpl ws=-388.4 ps, die width=80 um, Net Switching=41.05 uW
-- worst max path at each step --
stage	start	endpoint	cells after the start
after CTS	dia[3]	V[1]	6
after global routing	mesRef[2]	V[1]	7
final	mesRef[2]	V[1]	7
-- per-layer routing --
| metal | part of all wire | GRT usage |
|---|---|---|
| met2 | 0.50 | 0.05297 |
| met4 | 0 | 0 |
| met1 | 0.44 | 0.04153 |
| met5 | 0 | 0 |
| met3 | 0.064 | 0.007955 |
-- cells in the mapped netlist (2+ instances only) --
master	number
o211ai_1	2
nand3_1	2
nand2_1	2
ha_1	9
a21oi_1	3
o2111ai_1	2
inv_1	10
nor2_1	2
-- through the flow --
step	setup TNS [ps]	total power (uW)
floorplan	0	32.35
global placement	-701.0	85.20
detailed placement	-745.1	86.16
CTS	0	81.04
global route	0	108.0
finish	0	97.07
-- power by group through the flow --
| stage | Combinational (uW) | Clock, uW | Sequential [uW] |
|---|---|---|---|
| CTS | 81.0 | 0 | 0 |
| global route | 108 | 0 | 0 |
| finish | 97.1 | 0 | 0 |
-- cell families after synthesis --
| logic type | Yosys count | share of synthesized area |
|---|---|---|
| AND-OR/OR-AND | 13 | 0.2972 |
| adder cells (fa/ha/maj) | 9 | 0.3615 |
| buffers and inverters | 10 | 0.1205 |
| AND/OR/NAND/NOR | 12 | 0.2210 |
-- what timing repair did --
action                     in CTS  in global routing
hold endpoints to repair        0                  0
pin swaps                       6                  6
cloned                          0                  0
gates resized                  13                 24
setup endpoints to repair       2                  2
-- worst max-delay path, cell delays in order --
cell and delay (ps):
clkdlybuf4s50_1 470, inv_1 60, ha_4 260, and4_4 220
o2111ai_4 120, and3b_1 190, buf_2 110
-- final cells by class --
type,instances,share of cell area
repair buffers,23,0.3315
inverters,10,0.05376
well taps,46,0.08244
multi-input cells,34,0.5323
-- cells in the final DEF, fill, tap and decap left out --
cell              n
dlymetal6s2s_1   10
inv_1             6
ha_4              5
dlygate4sd2_1     5
inv_2             4
ha_1              4
clkdlybuf4s50_1   3
buf_4             3
nand3_1           2
o211ai_1          2
a21oi_1           2
nor2_1            2
nand2_1           2
buf_2             2
nand4_1           1
a21oi_2           1
and4_4            1
a21o_1            1
o2111ai_4         1
nor2b_1           1
a22oi_2           1
nand2b_1          1
o22ai_1           1
or4_1             1
o21ai_1           1
o2111ai_1         1
a2111oi_2         1
a211o_2           1
and3b_1           1
No activity file was given, so power comes from the tool's default toggle rates.
